--- /design/flow/config.mk ---
export PLATFORM = sky130hd
export DESIGN_NAME = div
export DESIGN_NICKNAME = div
export VERILOG_FILES = /design/flow/design.v
export SDC_FILE = /design/flow/constraint.sdc
export NUM_CORES = 4
export LEC_CHECK = 1
export CORE_UTILIZATION = 30
--- /design/flow/design.v ---
module div(
	input  wire        div_clk,
	input  wire        resetn,
	input  wire        div,
	input  wire        div_signed,
	input  wire [31:0] x,
	input  wire [31:0] y,
	output wire [31:0] s,
	output wire [31:0] r,
	output wire        complete
);
reg  [ 3:0] count;
reg  [31:0] x_uns, y_uns;
reg         s_sign, r_sign;
reg  [63:0] A;
wire [63:0] B;
reg  [31:0] Q;
wire [63:0] diff, diff2;
wire [63:0] next_A;
wire        q, q2;
wire [63:0] A2;
wire [31:0] Q2;
wire [31:0] s_s, r_s, s_us, r_us;
wire [63:0] diff3, diff4;
wire [63:0] A3, A4;
wire [31:0] Q3, Q4;
wire        q3, q4;
assign diff = A - B;
assign diff2 = A2 - B;
assign diff3 = A3 - B;
assign diff4 = A4 - B;
assign A2 = (q)? {diff[62:31], A[30:0], 1'b0} : {A[62:0], 1'b0};
assign A3 = (q2)? {diff2[62:31], A2[30:0], 1'b0} : {A2[62:0], 1'b0};
assign A4 = (q3)? {diff3[62:31], A3[30:0], 1'b0} : {A3[62:0], 1'b0};
assign Q2 = {Q[30:0], q};
assign Q3 = {Q2[30:0], q2};
assign Q4 = {Q3[30:0], q3};
assign q = ~diff[63];
assign q2 = ~diff2[63];
assign q3 = ~diff3[63];
assign q4 = ~diff4[63];
assign B = {1'b0, y_uns, 31'b0};
assign next_A = (count == 5'd1)?{32'd0, x_uns} :
				(q4)? {diff4[62:31], A4[30:0], 1'b0} : {A4[62:0], 1'b0};
always @ (posedge div_clk)
begin
	if(~resetn)
	begin
		A      <= 64'd0;
		Q      <= 32'd0;
		count  <= 5'd0;
		x_uns  <= 32'd0;
		y_uns  <= 32'd0;
		s_sign <= 1'd0;
		r_sign <= 1'd0;
	end else begin
		A <= next_A;
		Q <= {Q4[30:0], q4};
		count <= (div)? 1 : 
				 (count == 5'd0)?0 : count + 1;
		x_uns <= (~div)?x_uns : 
				 (div_signed & x[31])?(~x + 1) : x;
		y_uns <= (~div)?y_uns : 
				 (div_signed & y[31])?(~y + 1) : y;
		s_sign <= (~div)?s_sign : 
				  (div_signed)?(x[31] ^ y[31]) : 0;
		r_sign <= (~div)?r_sign : 
				  (div_signed)?x[31] : 0;
	end
end
assign complete = count == 10;
assign s_us = Q;
assign r_us = A[63:32];
assign s_s = ~Q + 1;
assign r_s = ~r_us + 1;
assign s = (s_sign)?s_s : s_us;
assign r = (r_sign)?r_s : r_us;
endmodule
--- /design/flow/constraint.sdc ---
current_design div

set clk_period 40.1
set clk_io_pct 0.2

create_clock -name clk0 -period $clk_period [get_ports {div_clk}]

set non_clock_inputs [all_inputs -no_clocks]
set_input_delay [expr $clk_period * $clk_io_pct] -clock clk0 $non_clock_inputs
set_output_delay [expr $clk_period * $clk_io_pct] -clock clk0 [all_outputs]
--- /design/flow/run.sh ---
#!/bin/bash
# OpenROAD 26Q1-2900-gdf79404cd8, Yosys 0.63+post, stock flow scripts
make -C /OpenROAD-flow-scripts/flow DESIGN_CONFIG=/design/flow/config.mk WORK_HOME=/design/flow/orfs finish
==> flow_metrics.py <==
# Generated from Yosys and OpenROAD reports
metrics = {
    "status": {
        "status": "finished clean",
    },
    "cts": {
        "postCtsSetupBuffers": 0,
        "clk_pin_slew_ps": 70,
        "clock_sinks": 166,
        "clock_path_buffers": 2,
        "cts_resized": 0,
        "clkLatencyLatePin_ps": 440,
        "cts-htree-levels": 4,
        "ctsHoldBuffers": 0,
        "cts_tree": "done",
        "cts_buffers": 17,
        "clockRootBuffer": "clkbuf_16",
    },
    "synthesis": {
        "syn_inst": 1930,
        "avgSynthCellArea_um2": 8.06,
        "synth_flops": 166,
        "topCellsByArea": "dfxtp_1 21%, ha_1 11%, xnor2_1 7.8%",
        "synth_cell_types": 79,
        "syn_area_mm2": 0.0156,
        "postSynthSeqShare_pct": 21.4,
        "ys_warn_count": 1,
        "ff_type": "dfxtp_1",
        "synthDominantCellAreaShare_pct": 21.4,
        "synth_chip_area_mm2": 0.0156,
        "yosys-stat-cells": 1930,
        "edf_count": 0,
        "top_area_cell": "dfxtp_1",
        "async_reset_ff_share_pct": 0,
    },
    "cells_and_area": {
        "utilization_pct": 35.4,
        "layout-drive-gt1-share_pct": 7.84,
        "instances_no_fill": 2707,
        "area_growth_pct": 16.6,
        "final_area_mm2": 0.0182,
    },
    "sta": {
        "worst_slew_pin_slew_ps": 868,
        "max_freq_mhz": 69.1,
        "rsz0062_at_grt": "false",
        "finClkSkew_ps": 13.8,
        "slew_violations": 0,
        "setup_ws_ps": 25620,
        "hold_viol": 0,
        "slew_headroom_pct": 40.6,
        "tns_ps": 0,
        "fin_crit_sh_pct": 36.1,
        "setup_viol": 0,
        "finalHoldWorstSlack_ps": 450,
        "period_minus_slack_ps": 14480,
    },
    "floorplan": {
        "die_y_um": 230,
        "row_count": 83,
        "fp_util_pct": 30.3,
        "die_area_mm2": 0.0528,
        "fp.coreArea_mm2": 0.0513,
        "die_w_um": 230,
        "io_pins": 133,
    },
    "drt": {
        "routed_via_density": 5.33,
        "ant_nets": 0,
        "drt-pass1-iter-count": 5,
        "route.detailed.drc": 0,
        "wire_per_inst_um": 16.9,
        "drt_wl_total_mm": 45.7,
        "drt_iter0_markers": 1097,
        "vias": 14424,
        "num_antenna_cells": 0,
    },
    "grt": {
        "grt_util_all_layers_pct": 17.3,
        "grt.overflow.total": 0,
        "grt_pass1_vias": 13335,
        "grt_pass1_wl_mm": 72.4,
        "antenna_found_initial": 1,
        "grt_max_degree": 67,
    },
    "placed_design": {
        "placed_cells": 2675,
        "io_buffers": 132,
        "dpl-instance-area_mm2": 0.0175,
        "pre_cts_slack_ps": 25850,
        "routabilityCongestion": 0.958,
        "dp_hpwl_mm": 37.0,
    },
    "setup_path": {
        "cp_slowest_stage_delay_ps": 770,
        "crit_fanout": 29,
        "slowest_stage": "nand2_2",
        "worst_setup_path_start_kind": "register",
        "crit_arrival_ps": 14840,
        "crit_top_cell": "a21oi_1",
        "crit_required_ps": 40460,
        "worstSetupPathType": "reg2reg",
        "crit_path_end_kind": "register",
    },
    "flow_run": {
        "log.warning_count": 28,
        "maxCapViolCount": 0,
    },
    "hold_path": {
        "min_path_type": "reg2reg",
    },
}
-- metal layers --
layer,share of wire [%],up-vias,wire length [um],track usage (%)
met5,0,-,0,0
met4,1.1,0,481,1.63
met3,7.2,31,3270,3.46
met2,41,436,18900,25.4
met1,50,6672,23100,27.1
li1,-,7285,-,-
-- sequential cells by signal, indices dropped and copies added, names as in the netlist --
| register | count |
|---|---|
| y_uns | 32 |
| s_sign | 1 |
| A | 64 |
| x_uns | 32 |
| count | 4 |
| Q | 32 |
| r_sign | 1 |
-- synthesized netlist by cell type, drive strengths merged (14+ instances only) --
cell type and n:
o21ai 106, nand4 34, nand2b 30, o31ai 56, nor3 31, xor2 72
nor2 159, buf 22, dfxtp 166, a211oi 58, and2 38, a21oi 136
mux2i 21, o21a 21, ha 136, a311oi 14, nand3 40, a21o 57
clkbuf 60, and3 15, xnor2 138, mux2 68, nand2 109, inv 91
o41ai 17, o21bai 19, or3 32, nor2b 18, a22o 30, nor4 14
o211ai 16
-- cell families (layout without fill, tap and decap cells) --
logic type / Yosys count / after routing / synth area share, %
compound gates: 605 / 605 / 26.9
simple gates: 547 / 547 / 17.5
flops: 166 / 166 / 21.4
xor+xnor: 210 / 210 / 11.8
fa+ha+maj: 140 / 140 / 11.4
buf+inv: 173 / 270 / 4.54
mux: 89 / 89 / 6.51
-- worst max-delay path, delay by kind of cell (launching register included) --
kind / cells / cell delay [ps]
compound gates: 26 / 5970
simple gates: 12 / 3240
fa+ha+maj: 4 / 1770
buf+inv: 5 / 1510
mux: 4 / 1370
flops: 1 / 500
-- cell usage in the layout (no fill, tap or decap), types with 14 or more instances in the layout --
cell type	synthesis	layout
dfxtp_1	166	166
nor2_1	157	156
xnor2_1	138	138
ha_1	136	136
a21oi_1	135	134
clkdlybuf4s50_1	0	131
nand2_1	108	108
o21ai_0	104	104
inv_1	91	90
xor2_1	72	72
mux2_2	59	59
a211oi_1	57	57
a21o_1	57	57
o31ai_1	42	42
nand3_1	40	40
and2_1	38	38
nand4_1	34	34
or3_1	32	32
nor3_1	30	30
nand2b_1	30	30
a22o_1	30	30
o21a_1	21	21
mux2i_1	20	20
o21bai_1	19	19
nor2b_1	18	18
o41ai_1	17	17
clkbuf_16	0	17
buf_4	5	16
o211ai_1	15	15
and3_1	15	15
nor4_1	14	14
o31ai_2	14	14
a311oi_1	14	14
-- final timing paths --
check,from,end,slack [ps],depth (start not counted)
setup / recovery,y_uns[1],A[44],25620,51
setup reg to reg,y_uns[1],A[44],25620,51
hold / removal,A[16],A[20],450,1
hold reg to reg,A[16],A[20],450,1
-- cell type report --
type | count | area, um^2
Fill cell | 5159 | 33200
Multi-Input combinational cell | 1591 | 11500
Sequential cell | 166 | 3320
Timing Repair Buffer | 147 | 1430
Tap cell | 680 | 851
Clock buffer | 17 | 425
Inverter | 91 | 342
Clock inverter | 15 | 234
