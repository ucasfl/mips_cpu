**flow/run.sh**
```bash
#!/bin/bash
# OpenROAD 26Q1-2900-gdf79404cd8, Yosys 0.63+post, stock flow scripts
make -C /OpenROAD-flow-scripts/flow DESIGN_CONFIG=/design/flow/config.mk WORK_HOME=/design/flow/orfs finish
```
**flow/config.mk**
```make
export PLATFORM = sky130hd
export DESIGN_NAME = regfile_2r1w
export DESIGN_NICKNAME = regfile_2r1w
export VERILOG_FILES = /design/flow/design.v
export SDC_FILE = /design/flow/constraint.sdc
export NUM_CORES = 4
export LEC_CHECK = 1
export CORE_UTILIZATION = 40
```
**flow/constraint.sdc**
```tcl
current_design regfile_2r1w

set clk_period 14.5
set clk_io_pct 0.2

create_clock -name clk0 -period $clk_period [get_ports {clk}]

set non_clock_inputs [all_inputs -no_clocks]
set_input_delay [expr $clk_period * $clk_io_pct] -clock clk0 $non_clock_inputs
set_output_delay [expr $clk_period * $clk_io_pct] -clock clk0 [all_outputs]
```
**flow/design.v**
```verilog
module regfile_2r1w(
    input         clk,
	input         resetn,
    input  [ 4:0] ra1,
    output [31:0] rd1,
    input  [ 4:0] ra2,
    output [31:0] rd2,
    input  [ 3:0] we1,
    input  [ 4:0] wa1,
    input  [31:0] wd1
);
reg  [31:0] heap [31:0];
wire [ 7:0] wdata0, wdata1, wdata2, wdata3;
wire [31:0] wdata;
assign rd1 = heap[ra1];
assign rd2 = heap[ra2];
assign wdata  = heap[wa1];
assign wdata0 = (we1[0])?wd1[7:0] : wdata[7:0];
assign wdata1 = (we1[1])?wd1[15:8] : wdata[15:8];
assign wdata2 = (we1[2])?wd1[23:16] : wdata[23:16];
assign wdata3 = (we1[3])?wd1[31:24] : wdata[31:24];
always @(posedge clk)
begin
	if(resetn)
	begin
		heap[0] <= 32'b0;
		if ((|we1) && (|wa1)) begin
			heap[wa1] <= {wdata3, wdata2, wdata1, wdata0};
		end
	end else begin
		heap[0] <= 32'd0;
		heap[1] <= 32'd0;
		heap[2] <= 32'd0;
		heap[3] <= 32'd0;
		heap[4] <= 32'd0;
		heap[5] <= 32'd0;
		heap[6] <= 32'd0;
		heap[7] <= 32'd0;
		heap[8] <= 32'd0;
		heap[9] <= 32'd0;
		heap[10] <= 32'd0;
		heap[11] <= 32'd0;
		heap[12] <= 32'd0;
		heap[13] <= 32'd0;
		heap[14] <= 32'd0;
		heap[15] <= 32'd0;
		heap[16] <= 32'd0;
		heap[17] <= 32'd0;
		heap[18] <= 32'd0;
		heap[19] <= 32'd0;
		heap[20] <= 32'd0;
		heap[21] <= 32'd0;
		heap[22] <= 32'd0;
		heap[23] <= 32'd0;
		heap[24] <= 32'd0;
		heap[25] <= 32'd0;
		heap[26] <= 32'd0;
		heap[27] <= 32'd0;
		heap[28] <= 32'd0;
		heap[29] <= 32'd0;
		heap[30] <= 32'd0;
		heap[31] <= 32'd0;
	end
end
endmodule  
```
==> Implementation_results.wiki <==
=== Synthesis and place and route ===
{| class="wikitable"
! Metric !! Value
|-
| Number of endpoints with negative hold slack in the final report || 0
|-
| Number of max-cap violations || 0
|-
| Final design instance area without fill || 0.0630 mm²
|-
| Post-synthesis sequential area ratio || between 40% and 50%
|-
| Internal || 5.12 mW
|-
| Die Area || around 0.14 mm²
|-
| Yosys warning count || 1
|-
| Met2 WL post-DR || 85.1 mm
|-
| Total number of clock tree sinks || 1024
|-
| Die span in y || 377 µm
|-
| Largest regs || heap x1024
|-
| Power share of the sequential group || 45.9%
|-
| Slowest library cell on the worst path || sky130_fd_sc_hd__clkdlybuf4s50_1
|-
| Initial DRC count || between 3000 and 4000
|-
| Routed met3 length || 20.7 mm
|-
| Flip-flop and latch count after synthesis || about 1000
|-
| Number of global-route vias before repair || 43800
|-
| Post-layout min period || 9740 ps
|-
| Most common cell in the synthesized netlist || sky130_fd_sc_hd__mux2i_1
|-
| GRT Overall Usage || between 20% and 30%
|-
| Min-Delay Path Class || flop to flop
|-
| Data arrival at the endpoint of the critical path || 6840 ps
|-
| Post-detailed-placement half-perimeter wirelength || ~120 mm
|-
| Synth async-reset ratio || 0%
|-
| Fraction of power spent switching nets || 25.9%
|-
| Relative slew slack || 35.0%
|-
| Synthesized area || 0.0562 mm²
|-
| Number of cells in Yosys stat || ~5700
|-
| Length of routed wiring on met1 || around 78 mm
|-
| Total cell area reported by yosys after synthesis || roughly 0.056 mm²
|-
| Setup slack on the worst flop-to-flop path || between 10000 and 15000 ps
|-
| Port Buffers || 116
|-
| Comb pwr share || 11.8%
|-
| Routed vias || 44300
|-
| Final setup violating endpoints || 0
|-
| Top-area cell share || 27.4%
|-
| Chain of cells forming the critical path || clkdlybuf4s50_1 > nor2b_4 > buf_4 > buf_4 > buf_4 > a22o_1 > nor3_1 > a31oi_1 > nand3_1 > clkdlybuf4s50_1
|-
| CTS clk-pin slew, worst paths || 60 ps
|-
| Instance tally after logic synthesis || 5697
|-
| Worst slew pin tran || 972 ps
|-
| DRC errors left || 0
|-
| Top layer reached by signal wires || met5
|-
| Fraction of the cycle the final worst path needs || between 60% and 70%
|-
| Slowest cell delay on critical path || 610 ps
|-
| Start point of the critical path || ra1[0]
|-
| Post-Place Cell Area || between 0.05 and 0.06 mm²
|-
| Total setup buffers inserted after CTS || 0
|-
| Worst-Skew Late Latency || around 710 ps
|-
| Register name with the most flops || heap
|-
| Leading cell types by count after synthesis || sky130_fd_sc_hd__mux2i_1 (1120), sky130_fd_sc_hd__nand2_1 (609), sky130_fd_sc_hd__and2_1 (515)
|-
| Pwr Density || 110 mW/mm²
|-
| R2R Path Start || heap[18][15]
|-
| Die W || 377 µm
|-
| Remaining global-route overflow || 0
|-
| Share of final-layout standard cells stronger than drive strength 1 || 6.81%
|-
| Top area cell types || sky130_fd_sc_hd__edfxtp_1 (27%), sky130_fd_sc_hd__mux2i_1 (20%), sky130_fd_sc_hd__dfxtp_1 (18%), sky130_fd_sc_hd__and2_1 (5.7%), sky130_fd_sc_hd__a21boi_0 (5.0%)
|-
| Worst clock skew || 0 ps
|-
| Detailed Route WL || between 150 and 200 mm
|-
| Run status || finished clean
|-
| P_leak || 24.1 nW
|-
| I/O pin cnt || between 100 and 150
|-
| NetSw || 1.79 mW
|-
| Number of antenna violations at the first check in global routing || 9
|-
| Unrepaired setup endpoints after global routing || no
|-
| Num CTS Buffers || approximately 110
|-
| Final design utilization || 45.2%
|-
| Number of flip-flops in the largest register || 1024
|-
| Worst endpoint required time || about 12000 ps
|-
| Launching element type of the critical path || primary input
|-
| Post-Place Worst Slack || ~4800 ps
|-
| EDFF count, synth || 512
|-
| First-pass GRT wire length || ~290 mm
|-
| Count of cells along the worst hold path || 2
|-
| Area leader, netlist || sky130_fd_sc_hd__edfxtp_1
|-
| Root buffer cell || sky130_fd_sc_hd__clkbuf_16
|-
| R2R Path End || heap[18][15]
|-
| Maximum buffer depth of the clock tree || 3
|-
| Endpoint of the worst setup timing path || rd1[11]
|-
| Final worst slack || 4760 ps
|-
| Fmax || 0.103 GHz
|-
| Tally of filler cells in the layout || 12800
|-
| Multi-input gate area || 0.0286 mm²
|-
| Area of all sequential standard cells || 0.0256 mm²
|-
| Sum Neg Setup Slack || 0 ps
|-
| Type of the worst setup path || primary input to output port
|-
| Endpoint class of the critical path || output port
|-
| Core outline area || roughly 0.14 mm²
|-
| Area growth from synthesis to final layout || 12.1%
|-
| Core Density at Floorplan || 40.3%
|-
| Mean routed wirelength per cell || between 20 and 30 µm
|-
| Clock Power Share || 42.3%
|-
| Highest net fanout along the worst path || 38
|-
| Most used cell, CP || sky130_fd_sc_hd__buf_4
|-
| Max-slew violation total from the final report || 0
|-
| Clock tree from TritonCTS || done
|-
| CTS Hold Buffers Added || 0
|-
| Routed Antenna Nets || 0
|-
| Post-CTS sizing || 0
|-
| Tally of unique sky130hd cells used after synthesis || 33
|-
| Commonest flop || sky130_fd_sc_hd__edfxtp_1
|-
| Routability cong. || 0.979
|-
| Mean area per synthesized cell || 9.86 µm²
|-
| Largest net degree at the start of global routing || about 170
|-
| Number of levels in the clock H-tree || 3
|-
| First-pass iteration count of the detailed router || 6
|-
| Worst ir drop on vdd || 0.0915 mV
|-
| Via density per instance || ~5.8
|-
| Count of standard-cell rows || 137
|-
| Tally of OpenROAD warnings || 29
|-
| Depth of the most critical reg-to-reg path || 2
|}
==> cell type report <==
class	count	share of cell area (%)
flip-flops and latches	1024	40.7
repair buffers	301	4.19
well taps	1876	3.73
multi-input cells	4190	45.5
clock inverters	38	0.592
diodes	3	0.0119
inverters	1	0.00596
clock buffers	174	5.31
==> through the flow <==
| stage | total power, mW | hold slack (ps) | cells |
|---|---|---|---|
| 2_1_floorplan | 3.69 | 464 | 5728 |
| 3_3_place_gp | 4.03 | 473 | 7392 |
| 3_5_place_dp | 4.04 | 482 | 7392 |
| 4_1_cts | 6.94 | 490 | 7604 |
| 5_1_grt | 7.11 | 508 | 7605 |
| 6_report | 6.91 | 491 | 7607 |
==> routing by layer <==
metal / GRT usage, % / vias up
met1: 38.9 / 21400
met5: 0.617 / -
met2: 40.9 / 1918
met3: 11.1 / 518
met4: 10.4 / 16
li1: - / 20400
==> how the worst min path moves through the flow <==
stage                        start            to  slack (ps)
final                 heap[19][24]  heap[19][24]         490
after CTS             heap[23][24]  heap[23][24]         490
after global routing  heap[19][25]  heap[19][25]         510
==> power groups by stage <==
stage / Combinational (mW) / Sequential [mW] / Clock, mW
after CTS: 0.806 / 3.17 / 2.96
after global routing: 0.859 / 3.18 / 3.07
final: 0.817 / 3.17 / 2.92
==> layout by cell type, fill, tap and decap left out, types with 3 or more instances in the layout <==
cell                              synthesis  final
sky130_fd_sc_hd__nor2b_4                  0      4
sky130_fd_sc_hd__bufinv_16                0      7
sky130_fd_sc_hd__edfxtp_1               512    512
sky130_fd_sc_hd__a31oi_1                 64     64
sky130_fd_sc_hd__mux2i_1               1120   1120
sky130_fd_sc_hd__a22o_1                 128    128
sky130_fd_sc_hd__buf_8                    0      3
sky130_fd_sc_hd__a21oi_1                192    192
sky130_fd_sc_hd__a21boi_0               371    371
sky130_fd_sc_hd__conb_1                   1     32
sky130_fd_sc_hd__and2_1                 515    513
sky130_fd_sc_hd__clkbuf_8                 0     17
sky130_fd_sc_hd__o21ai_0                448    448
sky130_fd_sc_hd__buf_4                    6    179
sky130_fd_sc_hd__diode_2                  0      3
sky130_fd_sc_hd__clkbuf_1               335     35
sky130_fd_sc_hd__dfxtp_1                512    512
sky130_fd_sc_hd__nand3_2                 14     12
sky130_fd_sc_hd__buf_12                   0      6
sky130_fd_sc_hd__clkinv_2                 0     16
sky130_fd_sc_hd__nor2_1                 112    110
sky130_fd_sc_hd__clkbuf_16                0    118
sky130_fd_sc_hd__nor2_4                   4      6
sky130_fd_sc_hd__a22oi_1                192    192
sky130_fd_sc_hd__a21boi_1                14     14
sky130_fd_sc_hd__nor3_1                  66     66
sky130_fd_sc_hd__nor2b_1                102     98
sky130_fd_sc_hd__clkdlybuf4s50_1          0    113
sky130_fd_sc_hd__nand2_1                609    607
sky130_fd_sc_hd__nand3_1                194    194
sky130_fd_sc_hd__nand2b_2                 0      4
sky130_fd_sc_hd__clkinv_1                 0     11
==> kinds of logic after synthesis <==
family / after synthesis / share of synthesized area [%]
simple gates: 1629 / 14.5
compound gates: 1409 / 16.1
mux: 1120 / 20.0
flops: 1024 / 45.6
buf+inv: 514 / 3.80
other cells: 1 / 0.00668
==> worst max-delay path: cells and delay by family <==
family / cells / cell delay (ps)
simple gates: 3 / 700
buf+inv: 5 / 2620
compound gates: 2 / 570
Power and IR drop assume default switching activity.
